### flow/run.sh
#!/bin/bash
# OpenROAD 26Q1-2900-gdf79404cd8, Yosys 0.63+post, stock flow scripts
make -C /OpenROAD-flow-scripts/flow DESIGN_CONFIG=/design/flow/config.mk WORK_HOME=/design/flow/orfs finish
### flow/config.mk
export PLATFORM = sky130hd
export DESIGN_NAME = Main
export DESIGN_NICKNAME = Main
export VERILOG_FILES = /design/flow/design.v
export SDC_FILE = /design/flow/constraint.sdc
export NUM_CORES = 4
export LEC_CHECK = 1
export CORE_UTILIZATION = 30
### flow/constraint.sdc
current_design Main

set clk_period 3.2
set clk_io_pct 0.2

create_clock -name clk0 -period $clk_period [get_ports {clk}]

set non_clock_inputs [all_inputs -no_clocks]
set_input_delay [expr $clk_period * $clk_io_pct] -clock clk0 $non_clock_inputs
set_output_delay [expr $clk_period * $clk_io_pct] -clock clk0 [all_outputs]
### flow/design.v
`timescale 1ns / 1ps
module Main(input clk,pushin,began,paus,quit,input [2:0] choice, output reg [2:0] state,output[7:0] color, output HS,VS,
				output STATUS_OUT, input STATUS_IN,output RST,output data_t,output clk_9600,input send_button,input data_r);
parameter birdcolumn=250;
parameter idle=3'b000,set=3'b001,set2=3'b010,play=3'b011,pause=3'b100,fail=3'b101,fail2=3'b110;
parameter set2time=6'b111111;
reg pulse_flap;
reg [8:0] row[2:0]; 
reg [9:0] column[2:0]; 
reg [7:0] height; 
reg [5:0] score;
reg [8:0] birdrow;
reg [1:0] birdangle;
reg [5:0] counter1; 
reg [7:0] counter2; 
reg collide;
reg [3:0] risetimec;
reg [6:0] falltimec;
wire push1,push,clk1;
wire [8:0] randomR;
wire [7:0] temp;
reg [7:0] temp1;
wire [2:0] Choice;
wire Began,Pause,Quit;
integer i,j;
debouncer D1(clk1,pushin,push1);
Random R(clk1,randomR);
VGA vga(clk,state,score,birdrow,height,row[0],row[1],row[2],column[0],column[1],column[2],birdangle,color,HS,VS);
divider dv2(.clk(clk),.clk1(clk1));
UART uart(
				STATUS_OUT, 
				STATUS_IN, 
			   RST, 
				data_t, 
				clk_9600, 
				temp, 
				clk, 
				send_button, 
				data_r 
				);
assign push=push1||temp1[0];
assign Choice=choice;
assign Began=began||temp1[3];
assign Pause=paus||temp1[2];
assign Quit=quit||temp1[1];
always@(temp) begin
 if(temp==8'b00100000) temp1=8'b00000100;else
 if(temp==8'b01100001) temp1=8'b00000010;else
 if(temp==8'b01100110) temp1=8'b00000001;else
 if(temp==8'b01110011) temp1=8'b00001000;else
 temp1=8'b0;
end
always@(posedge clk1) begin  
 if(state==idle&&Began==1'b1)state=set;else
 if(state==set) begin if(Choice==3'b100) begin height=180;state=set2;counter1=set2time;end else
                      if(Choice==3'b010) begin height=140;state=set2;counter1=set2time;end else
							 if(Choice==3'b001) begin height=100;state=set2;counter1=set2time;end else
							 begin state=set;height=0;end 
					 end else
 if(state==set2) begin if(counter1==0) begin state=play;score=6'b0; collide=1'b0; row[0]=0;row[1]=0;row[2]=0;birdangle=2'b00;
                                             column[0]=0;column[1]=0;column[2]=0;birdrow=240;falltimec=0;risetimec=0;counter2=200;
                                       end  
                       else counter1=counter1-1; end else
 if(state==play) begin if(Pause==1'b1) state=pause; else if(collide==1) state=fail2;else state=play;end else
 if(state==pause) begin if(Quit==1'b1) state=play;else state=pause;end else
 if(state==fail2) begin if(birdrow>440) state=fail;else state=fail2;end else
 if(state==fail) begin if(Quit==1'b1) state=idle;else state=fail;end else
 state=idle;
 if(state==play) begin  
   if(push==1) begin risetimec=4'b1011;falltimec=7'b0;end else
   if(push==0&&risetimec>0) risetimec=risetimec-1; else
   if(push==0&&risetimec==0&&falltimec<7'b1111111) falltimec=falltimec+1;
	else falltimec=7'b1111111;
 end
 if(state==play) begin 
   if(risetimec>4'b1000 && birdrow>19) begin birdrow=birdrow-5;birdangle=2'b01;end else if(risetimec>4'b0011 && birdrow>19) begin birdrow=birdrow-4;birdangle=2'b01;end else if(risetimec>4'b0000 && birdrow>19) begin birdrow=birdrow-2;birdangle=2'b00;end else if(risetimec>0 && birdrow<=19) begin birdrow=19;birdangle=2'b00;end
	else if(risetimec==0&& birdrow<458) begin birdrow=birdrow+falltimec[6:4];birdangle=2'b10;end else
	begin birdrow=465;birdangle=2'b00;end
 end
 if(state==play) begin  
  if(counter2==119) begin 
    row[2]=row[1];column[2]=column[1];row[1]=row[0];column[1]=column[0];column[0]=610;row[0]=randomR;
	 end
  if(counter2==0) counter2=120;else counter2=counter2-1; 
  for(i=0;i<3;i=i+1) begin  
    if(column[i]>=25) column[i]=column[i]-2;else column[i]=0;
  end
 end
 if(state==play) begin 
   for(i=0;i<3;i=i+1) begin if(column[i]==birdcolumn-25-15) score=score+1;else score=score;end
 end
 if(state==play) begin  
	if((column[0]>birdcolumn-25-15)&&(column[0]<birdcolumn+25+15)) begin if((birdrow<row[0]+height/2-12)&&(birdrow>row[0]-height/2+12)) collide=1'b0;else collide=1'b1;end else
   if((column[1]>birdcolumn-25-15)&&(column[1]<birdcolumn+25+15)) begin if((birdrow<row[1]+height/2-12)&&(birdrow>row[1]-height/2+12)) collide=1'b0;else collide=1'b1;end else collide=1'b0;
 end
 if(state==fail2) begin birdrow=birdrow+4; end 
end
endmodule
module Random(input clk,output reg [8:0] random); 
reg [6:0] counter=0;
reg [4:0] random1;
always@(posedge clk) begin
 counter=counter+1;
 case(counter[3:0])
   3'b000: random1=4'b1101^counter[5:2];
	3'b001: random1=4'b1110^counter[5:2];
	3'b010: random1=4'b1111^counter[6:3];
	3'b011: random1=4'b0111^counter[5:2];
	3'b100: random1=4'b0110^counter[6:3];
	3'b101: random1=4'b1101^counter[5:2];
	3'b110: random1=4'b1110^counter[6:3];
	default: random1=4'b1011^counter[5:2];
 endcase
 random=365-17*random1;
end
endmodule
`timescale 1ns / 1ps
module UART(
				output STATUS_OUT,   
				input STATUS_IN,
				output reg RST=1,
				output reg data_t=1,
				output clk_9600,
				output reg	[7:0] temp=0,
				input clk,
				input send_button,
				input data_r
				);
	reg [3:0] count_t=0,count_r=0;
	reg [7:0] pack_t=8'b01011000; 
	reg [7:0] pack_r=8'b11111111;	
	assign STATUS_OUT=STATUS_IN;
	clock C1(	clk_9600, 
					clk_2,clk_4,clk_8, 
					clk 
				);
reg [7:0] keep=0;
	reg [9:0] count_30=0;
	always@(posedge clk_9600)
	begin
		count_30<=count_30+1'b1;
		if (count_30==500) 
			begin
			temp<=0;	
			count_30<=0;
			end
		case(count_r)
		8:	begin  
			count_r<=count_r-1;
			pack_r[0]<=data_r;
			temp[0]<=data_r;
			end
		7:	begin 
			count_r<=count_r-1;
			pack_r[1]<=data_r;
			temp[1]<=data_r;
			end
		6:	begin 
			count_r<=count_r-1;
			pack_r[2]<=data_r;
			temp[2]<=data_r;
			end
		5:	begin 
			count_r<=count_r-1;
			pack_r[3]<=data_r;
			temp[3]<=data_r;
			end
		4:	begin 
			count_r<=count_r-1;
			pack_r[4]<=data_r;
			temp[4]<=data_r;
			end
		3:	begin 
			count_r<=count_r-1;
			pack_r[5]<=data_r;
			temp[5]<=data_r;
			end
		2:	begin 
			count_r<=count_r-1;
			pack_r[6]<=data_r;
			temp[6]<=data_r;
			end
		1:	begin  
			count_r<=count_r-1;
			pack_r[7]<=data_r;
			temp[7]<=data_r;
			end
		default: 		
			if (!data_r)
			begin
			count_r<=8;
			keep<=keep+1;
			end
		endcase
		end
	always@(posedge clk_9600)
	begin
		if (send_button)
		count_t<=9;
		case(count_t)
		9:	begin  
			count_t<=count_t-1;
			data_t<=0;
			end
		8:	begin  
			count_t<=count_t-1;
			data_t<=pack_t[0];
			end
		7:	begin 
			count_t<=count_t-1;
			data_t<=pack_t[1];
			end
		6:	begin 
			count_t<=count_t-1;
			data_t<=pack_t[2];
			end
		5:	begin 
			count_t<=count_t-1;
			data_t<=pack_t[3];
			end
		4:	begin 
			count_t<=count_t-1;
			data_t<=pack_t[4];
			end
		3:	begin 
			count_t<=count_t-1;
			data_t<=pack_t[5];
			end
		2:	begin 
			count_t<=count_t-1;
			data_t<=pack_t[6];
			end
		1:	begin  
			count_t<=count_t-1;
			data_t<=pack_t[7];
			end
		0:	begin 
			data_t<=1;
			end
		default: ;
		endcase
		end
endmodule
`timescale 1ns / 1ps
module VGA(input clk,input[2:0]state,input[5:0]score,input[8:0] birdrow,input[7:0]height,input[8:0] row0,row1,row2,input[9:0]column0,column1,column2,input[1:0] birdangle,output reg[7:0] color,output reg HS,VS);
parameter H=525;
parameter W=800;
 integer i,j;
 reg [7:0] m;
 wire clk3;
  divider dv(.clk(clk),.clk3(clk3));
 always @ (posedge clk3) begin
  if(i<W) i<=i+1;else i<=0;    
 end
 always @ (posedge clk3) begin
  if(j<H&&i==W) j<=j+1;else   
  if(j==H&&i==W) j<=0;  
  end
 always @ (posedge clk3) begin 
   if(i>648&&i<744) HS<=0;else HS<=1;
 end
 always @ (posedge clk3) begin 
   if(j>482&&j<484) VS<=0;else VS<=1;
 end
always @(posedge clk3) begin  
 if (state==3'b000) begin if(i>200&&i<400&&j>100&&j<200) color=8'b11100000;else color=8'b0;end else  
 if (state==3'b001) begin if(i>200&&i<400&&j>100&&j<200) color=8'b00011100;end else  
 if (state==3'b010) begin if(height==100&&i>300&&i<400&&j>100&&j<200) color=8'b00000100;else 
                          if(height==80&&i>300&&i<400&&j>100&&j<200) color=8'b00001100;else 
                          if(height==60&&i>300&&i<400&&j>100&&j<200) color=8'b00010100;else
                				color=8'b0;				  
						  end else
 if (state==3'b011||state==3'b110) begin  
   if(i>column0-25&&i<column0+25&&(j<row0-height/2||j>row0+height/2)&&j>0&&j<480) color=8'b11100000;else
	if(i>column1-25&&i<column1+25&&(j<row1-height/2||j>row1+height/2)&&j>0&&j<480) color=8'b11100000;else
 	if(i>column2-25&&i<column2+25&&(j<row2-height/2||j>row2+height/2)&&j>0&&j<480) color=8'b11100000;else
	if(i>235&&i<265&&j>birdrow-12&&j<birdrow+12&&birdangle==2'b00) color=8'b00011100;else
	if(i>235&&i<265&&j>birdrow-12&&j<birdrow+12&&birdangle==2'b01) color=8'b00000011;else
   if(i>235&&i<265&&j>birdrow-12&&j<birdrow+12&&birdangle==2'b10) color=8'b00001010;else 
	color=8'b0;
  end else
 if (state==3'b100) begin  
   if(i>column0-25&&i<column0+25&&(j<row0-height/2||j>row0+height/2)&&j>0&&j<480) color=8'b01000000;else
	if(i>column1-25&&i<column1+25&&(j<row1-height/2||j>row1+height/2)&&j>0&&j<480) color=8'b01000000;else
 	if(i>column2-25&&i<column2+25&&(j<row2-height/2||j>row2+height/2)&&j>0&&j<480) color=8'b01000000;else
	if(i>235&&i<265&&j>birdrow-12&&j<birdrow+12) color=8'b00001000;else
   color=8'b0;end else
 if (state==3'b101) begin if(i>200&&i<400&&j>100&&j<200) color=8'b00011111;else color=8'b0;end  
end
endmodule
`timescale 1ns / 1ps
module clock( 
					output reg clk_9600=0, 
					output clk_2,clk_4,clk_8,
					input clk
    );
	 reg [30:0]count=0;
	 reg [15:0]count2=0;
	 reg [30:0]count3=0;
	 always@(posedge clk)
	 count<=count+1'b1;
	 always@(posedge clk)
	 begin
	 count2<=count2+1'b1;
	 if (count2==5207) 
	 begin
	 clk_9600<=~clk_9600;
	 count2<=0;
	 end
	 end
	 assign clk_2=count[0];
	 assign clk_4=count[1];
	 assign clk_8=count[2];
endmodule
`timescale 1ns / 1ps
module debouncer(input clk,input button1,output reg button2);
 reg [3:0] cnt1=0;
 reg [1:0]  cnt2=0;
always @(posedge clk) begin
  if(cnt1==0&&button1==1'b1) begin
  button2=1'b1;cnt2=2'b11;cnt1=4'b1011;end
  else if(button2==1'b1&&cnt2!=0) begin
  cnt2=cnt2-1'b1;cnt1=cnt1-1'b1;end
  else if (cnt2==0&&cnt1!=0) begin button2=1'b0;cnt1=cnt1-1;end
  else button2=1'b0;
end
endmodule
`timescale 1ns / 1ps
module divider(input clk,output clk1,clk2,clk3);
reg [19:0]counter;
always@ (posedge clk) begin counter=counter+1;end
assign clk1=counter[19]; 
assign clk2=counter[16]; 
assign clk3=counter[1]; 
endmodule
==> impl_metrics.tcl <==
# collected from the flow reports
set metrics [dict create \
    setup_viol 0 \
    hold_buffers 0 \
    initialDrtViolationCount 1075 \
    dp_hpwl_mm 49.4 \
    outcome "completed" \
    slowest_stage "clkdlybuf4s50_1" \
    die_h_um 297 \
    combGateArea_sq_mm 0.0190 \
    crit_chain "buf_4 -> clkdlybuf4s50_1" \
    ant_nets 0 \
    rows 107 \
    hp-class "flop to flop" \
    worst_slew_pin_slew_ns 0.873 \
    cp_max_fo 29 \
    cts-htree-levels 2 \
    num_vias 21600 \
    finalClockPeriodUsage_pct 62.5 \
    untimed_endpoints 305 \
    gp_congestion 0.917 \
    ys_cells 3182 \
    worstReg2RegStart "dv2.counter[2]$_DFF_P_" \
    required_ns 2.56 \
    post_drt_wl_per_cell_um 15.0 \
    rsz0062_at_grt "no" \
    unclocked_regs 228 \
    port_buffers 24 \
    tool_warnings 97 \
    cts_tree "yes" \
    final_util_pct 32.4 \
    track_usage_pct 14.6 \
    synth_area_leader_cell "ha_1" \
    cts_resized 0 \
    cts_made_buffers 5 \
    grt_pass1_wl_mm 106 \
    crit_buf_inv 2 \
    cts_root_buffer "clkbuf_16" \
    setup_tns_ns 0 \
    ir_drop_v 0.000174 \
    p_leak_nw 12.9 \
    clockBufferDepth 2 \
    netlist_area_sq_mm 0.0261 \
    hold_violations 0 \
    synth-edff-count 64 \
    start_kind "flop" \
    drc 0 \
    async_flop_share_pct 0 \
    slew_violations 0 \
    drtPass1Iterations 6 \
    fin_skew_ns 0.00393 \
    synth_area_per_cell_sq_um 8.21 \
    synth_cells 3182 \
    postSynthSeqShare_pct 22.9 \
    fp_util_pct 30.5 \
    p_per_area_mw_per_mm2 41.2 \
    fillCellCount 8909 \
    finalWirelength_mm 63.9 \
    clock_latency_ns 0.27 \
    maxCapViolCount 0 \
    arrival_ns 1.36 \
    hp-start "vga.dv.counter[0]$_DFF_P_" \
    dieArea_sq_mm 0.0883 \
    ys_warn_count 14 \
    fin_crit_ns 2.00 \
    cp_top_family "buffers and inverters" \
    flop_area_sq_mm 0.00599 \
    final_cell_mix "ha_1, nand2_1, nor2_1" \
    die_w_um 297 \
    overflow 0 \
    fmax_mhz 500 \
    core_sq_mm 0.0857 \
    cp-startpoint "uart.C1.clk_9600$_DFFE_PN_" \
    top_area_share_pct 22.9 \
    grt_max_degree 74 \
    pin_count 28 \
    postCtsSetupRepairBufs 0 \
    flop_cell "dfxtp_1" \
    area_growth_pct 6.10 \
    via_per_inst 5.05 \
    slew-limit-headroom_pct 41.7 \
    area_leaders "ha_1, dfxtp_1, edfxtp_1" \
    antenna_found_initial 0 \
    path_class "flop to output pin" \
    grt_pass1_vias 20000 \
    numSynthFlops 267 \
    drive_gt1_share_pct 2.65 \
    slowest_delay_ns 0.51 \
    antenna_cells 0 \
    cts.clk_slew.worst_paths_ns 0.06 \
    worstSetupEndpointType "output pin" \
    yosys_area_sq_mm 0.0261 \
    mostFrequentLayoutCell "ha_1" \
    yosysUniqueCellTypes 97 \
]
state kept, by name, summed over array words and instances (netlist names), 2 cells and up:
| register | count |
|---|---|
| R.random | 9 |
| counter1 | 6 |
| falltimec | 7 |
| D1.cnt2 | 2 |
| R.counter | 7 |
| uart.count_30 | 10 |
| birdrow | 9 |
| column | 30 |
| uart.count_r | 4 |
| counter2 | 8 |
| dv2.counter | 20 |
| height | 7 |
| D1.cnt1 | 4 |
| uart.C1.count2 | 16 |
| state | 3 |
| row | 27 |
| uart.count_t | 4 |
| uart.temp | 8 |
| vga.i | 32 |
| risetimec | 4 |
| vga.j | 32 |
| vga.dv.counter | 2 |
| vga.color | 7 |
| birdangle | 3 |
worst paths after layout:
| check | end | slack, ns | depth (start not counted) |
|---|---|---|---|
| max | clk_9600 | 1.20 | 2 |
| min | vga.dv.counter[0]$_DFF_P_ | 0.39 | 1 |
| max reg2reg | dv2.counter[19]$_DFF_P_ | 1.56 | 7 |
| min reg2reg | vga.dv.counter[0]$_DFF_P_ | 0.39 | 1 |
Yosys cell counts, types with 6 or more instances:
| cell type | count |
|---|---|
| a2111oi_0 | 8 |
| a211o_1 | 7 |
| a211oi_1 | 26 |
| a21boi_0 | 12 |
| a21o_1 | 95 |
| a21oi_1 | 208 |
| a31oi_1 | 21 |
| a41oi_1 | 6 |
| and2_1 | 23 |
| and3_1 | 44 |
| and4_1 | 7 |
| buf_1 | 11 |
| buf_2 | 6 |
| buf_4 | 6 |
| clkbuf_1 | 82 |
| dfxtp_1 | 203 |
| edfxtp_1 | 64 |
| fa_1 | 12 |
| ha_1 | 478 |
| inv_1 | 185 |
| mux2i_1 | 12 |
| nand2_1 | 305 |
| nand2b_1 | 35 |
| nand3_1 | 117 |
| nand3b_1 | 6 |
| nand4_1 | 76 |
| nor2_1 | 285 |
| nor2b_1 | 38 |
| nor3_1 | 56 |
| nor3b_1 | 9 |
| nor4_1 | 35 |
| o211ai_1 | 20 |
| o21a_1 | 51 |
| o21ai_0 | 139 |
| o21bai_1 | 24 |
| o22ai_1 | 11 |
| o31a_1 | 9 |
| o31ai_1 | 19 |
| or2_2 | 12 |
| or3_1 | 22 |
| or4_1 | 8 |
| xnor2_1 | 178 |
| xor2_1 | 110 |
where the power goes:
group | total, W | leakage [nW] | switching, W | internal, W
clock | 0.000564 | 0.0868 | 0.000177 | 0.000387
combinational | 0.0000903 | 10.5 | 0.0000511 | 0.0000391
sequential | 0.000488 | 2.35 | 0 | 0.000488
per-layer routing:
| layer | vias to the layer above | share of wire [%] | track usage [%] |
|---|---|---|---|
| met1 | 9945 | 51 | 22.6 |
| met4 | 0 | 0.70 | 1.12 |
| li1 | 11300 | - | - |
| met5 | - | 0 | 0 |
| met2 | 343 | 45 | 23.5 |
| met3 | 24 | 3.9 | 0.999 |
stage by stage:
step	cell area (sq um)	cells	setup WS, ns	hold slack [ns]	power [W]
floorplan	26100	3182	1.01	0.364	0.000558
global placement	27500	4264	1.48	0.378	0.000588
detailed placement	27500	4264	1.48	0.380	0.000588
CTS	27700	4272	1.18	0.392	0.00116
global route	27700	4272	1.14	0.409	0.00119
finish	27700	4272	1.20	0.389	0.00114
logic make-up (layout without fill, tap and decap cells):
kind of cell    count (synthesis)  count (layout)  synth area share (%)
simple gates                 1104            1104                  20.5
compound gates                720             720                  18.0
fa+ha+maj                     490             490                  23.8
buf+inv                       295             241                  4.42
xor+xnor                      288             288                  9.65
flops                         267             267                  22.9
mux                            17              17                 0.675
other cells                     1               1                0.0144
cell type report:
type | instances | area share, %
clock buffers | 6 | 0.501
clock inverters | 2 | 0.126
inverters | 187 | 2.53
multi-input cells | 2620 | 68.6
flip-flops and latches | 267 | 21.6
well taps | 1144 | 5.16
repair buffers | 46 | 1.46
Power figures rest on the tool's default switching activity, not on a simulated workload.
